==> design/flow/config.mk <==
export PLATFORM = sky130hd
export DESIGN_NAME = SegDriver
export DESIGN_NICKNAME = SegDriver
export VERILOG_FILES = /design/flow/design.v
export SDC_FILE = /design/flow/constraint.sdc
export NUM_CORES = 4
export LEC_CHECK = 1
export CORE_AREA = 10 10 79 79
export DIE_AREA = 0 0 89 89
export SYNTH_HDL_FRONTEND = slang
==> design/flow/constraint.sdc <==
current_design SegDriver

set clk_period 1.8
set clk_io_pct 0.2

create_clock -name clk0 -period $clk_period

set non_clock_inputs [all_inputs -no_clocks]
set_input_delay [expr $clk_period * $clk_io_pct] -clock clk0 $non_clock_inputs
set_output_delay [expr $clk_period * $clk_io_pct] -clock clk0 [all_outputs]
==> design/flow/design.v <==
`default_nettype none
module SingleSegDriver(
  input var logic[3:0] bcdin,
  output var logic[6:0] segments
);
  always_comb case (bcdin)
    4'b0000: segments = ~7'b0111111;
    4'b0001: segments = ~7'b0000110;
    4'b0010: segments = ~7'b1011011;
    4'b0011: segments = ~7'b1001111;
    4'b0100: segments = ~7'b1100110;
    4'b0101: segments = ~7'b1101101;
    4'b0110: segments = ~7'b1111101;
    4'b0111: segments = ~7'b0000111;
    4'b1000: segments = ~7'b1111111;
    4'b1001: segments = ~7'b1100111;
    default: segments = ~7'b0;
  endcase
endmodule
module SegDriver
  #(parameter integer DIGITS = 4)(
  input var logic[3:0] bcdin[DIGITS-1:0],
  output var logic[6:0] segments[DIGITS-1:0]
);
  genvar ii;
  generate
	 for (ii = 0; ii < DIGITS; ii = ii + 1) begin : generate_seg_drivers
      SingleSegDriver ssd(
        .bcdin(bcdin[ii]),
        .segments(segments[ii])
      );
    end
  endgenerate
endmodule
==> design/flow/run.sh <==
#!/bin/bash
# OpenROAD 26Q1-2900-gdf79404cd8, Yosys 0.63+post, stock flow scripts
make -C /OpenROAD-flow-scripts/flow DESIGN_CONFIG=/design/flow/config.mk WORK_HOME=/design/flow/orfs finish
==> results.cfg <==
; synthesis and place-and-route metrics
[sta]
tightestPinTransition_ps = 312
timing.hold.ws_ps = 1160
min_period_ps = 1750
worst_slew_margin_rel = 0.792
tns_ps = 0
achievable-frequency_mhz = 570
finalClockPeriodUsage = 0.974
finalSetupViolations = 0
timing_hold_violations_final = 0
finalMaxSlewViolations = 0
post_route_worst_setup_slack_ps = 47.0

[synth]
yosys_chip_area_um2 = 835
ys_warn_count = 0
postSynthAreaPerCell_um2 = 6.47
ys_top_cells_by_area = ha_1, o21ai_0, a21oi_1, nand2b_1, inv_1
synth.largest_area_cell = ha_1
ys_cells = 129
post_synth_num_cell_types = 25
yosysSeqAreaShare = 0
synthCells = 129
post_synth_instance_area_um2 = 835
netlist.area_leader.share = 0.300

[routing]
drt_pass1_iterations = 4
drtAntennaViolNets = 0
post_drt_via_cell_ratio = 4.31
post-route-drc-count = 0
antenna_fix_cells = 0
route.final.wire_length_um = 2880
first_iter_violations = 67
vias = 1128
avgRoutedWirePerCell_um = 11.0

[cells_and_area]
final.clkbuf_count = 0
drive_gt1_frac = 0.423
area.growth.synth_to_final_pct = 94.3
area.sequential_um2 = 0
ff_count = 0
n_fill_cell = 467
combGateArea_um2 = 817

[grt]
grt_max_degree = 12
grt_overflow = 0
grt_first_pass_wirelength_um = 4670
grt.total_usage = 0.0682
via_count_of_the_first_global_routing_pass = 1114
number_of_antenna_violations_at_the_first_check_in_global_routing = 0

[cts]
cts.hold.buffers_added = 0

[worst_setup_path]
timing.setup.critical_path_class = primary input to output pin
arrival_ps = 1390
critPathRequiredTime_ps = 1440
critical_path.startpoint = bcdin[4]
cp-start-kind = primary input
cp_max_fo = 3
worstSetupEndpointType = output pin

[floorplanning]
placement_rows = 25
boundary_pin_count = 44
chipHeight_um = 89
die-area_um2 = 7920
floorplan.core_area_um2 = 4660
fp_util = 0.179
fp.dieW_um = 89

[power]
finalPower_uw = 339
leakage_nw = 0.806
power.density_cell_area_nw_per_um2 = 209
vdd.ir_drop.worst_mv = 0.0844

[hold_path]
hold_path.class = primary input to output pin
holdCritStartpoint = bcdin[7]

[placement]
pre_cts_ws_ps = -552
post-dp-hpwl_um = 2130
quantity_of_i_o_buffers_inserted_on_ports = 44
place_congestion = 0.870

[run_status]
run_status = complete, no violations

[job]
drv.max_cap_violation_count = 0
warnings = 49
==> logic make-up after synthesis <==
kind of cell,Yosys count,share of synthesized area
AND-OR/OR-AND,48,0.307
AND/OR/NAND/NOR,41,0.268
adder cells (fa/ha/maj),20,0.300
buffers and inverters,20,0.124
==> critical path: stages <==
cell,delay (ps)
buf_2,120
buf_4,130
ha_1,190
nor3b_2,180
buf_4,130
nor2_1,30
dlygate4sd2_1,240
==> stage by stage <==
step / cell area, um2 / utilization / cells
3_5_place_dp: 1520 / 0.325 / 251
4_1_cts: 1600 / 0.343 / 262
2_1_floorplan: 835 / - / 129
6_report: 1620 / 0.348 / 262
5_1_grt: 1620 / 0.348 / 262
3_3_place_gp: 1520 / 0.325 / 251
==> area by class of cell <==
cell class / count / share of cell area
repair buffers: 85 / 0.422
multi-input cells: 109 / 0.504
well taps: 54 / 0.0417
inverters: 14 / 0.0324
==> per-layer routing <==
layer / GRT usage / wire length (um) / vias up
li1: - / - / 599
met1: 0.0861 / 1290 / 499
met2: 0.116 / 1320 / 30
met3: 0.0211 / 268 / 0
met4: 0.00434 / 0 / 0
met5: 0 / 0 / -
==> timing repair <==
item / in CTS / in global routing
endpoints found under the hold margin: 0 / 0
pin swaps: 22 / 4
gates resized: 115 / 14
endpoints found under the setup margin: 28 / 8
cloned: 2 / 0
setup buffers: 9 / 0
==> synth_stat cells <==
library cell / n
inv_2: 2
nand3_1: 1
a21boi_1: 1
a21oi_1: 16
nand2b_1: 10
nand2_1: 9
nor2_2: 1
buf_6: 3
a22oi_1: 2
a21boi_0: 1
buf_2: 2
o21ai_1: 3
nor3b_1: 2
or2_4: 1
nor3_2: 1
inv_1: 12
o21ai_0: 22
a31oi_1: 2
ha_1: 20
o21ai_2: 1
nor3_4: 1
buf_4: 1
or2_1: 1
nor2_1: 12
or2b_1: 2
==> final timing paths <==
path	cells past startpoint	slack, ps	endpoint
setup / recovery	7	50	segments[12]
hold / removal	4	1160	segments[7]
==> cells in the final DEF (no fill, tap or decap) <==
cell type        netlist  routed
buf_4                  1      32
dlygate4sd2_1          0      26
o21ai_1                3      13
nor2_1                12      12
a21oi_1               16      12
ha_1                  20      12
buf_2                  2      12
inv_2                  2      11
o21ai_0               22      11
nand2_1                9       8
nand2b_1              10       8
ha_2                   0       7
buf_6                  3       7
a21oi_2                0       4
inv_1                 12       3
dlymetal6s2s_1         0       3
nor3_4                 1       2
o21ai_2                1       2
nand2b_4               0       2
a22oi_1                2       2
a31oi_1                2       2
nor3b_2                0       2
or2b_1                 2       2
clkbuf_2               0       2
clkdlybuf4s15_1        0       2
nand2_2                0       1
or2_4                  1       1
nand3_1                1       1
a21boi_1               1       1
nor2_2                 1       1
or2_1                  1       1
a21boi_2               0       1
ha_4                   0       1
clkdlybuf4s50_1        0       1
==> where the power goes <==
group | switching (mW) | internal, mW | total [mW]
Clock | 0 | 0 | 0
Combinational | 0.143 | 0.196 | 0.339
Sequential | 0 | 0 | 0
Total | 0.143 | 0.196 | 0.339
No activity file was given, so power comes from the tool's default toggle rates.
