### flow/config.mk
export PLATFORM = sky130hd
export DESIGN_NAME = BinToBcd
export DESIGN_NICKNAME = BinToBcd
export VERILOG_FILES = /design/flow/design.v
export SDC_FILE = /design/flow/constraint.sdc
export NUM_CORES = 4
export LEC_CHECK = 1
export CORE_UTILIZATION = 30
export SYNTH_HDL_FRONTEND = slang
### flow/design.v
`default_nettype none
module BinToBcd
  #(parameter integer DIGITS = 4,
    parameter integer WIDTH = 14)(
  input var logic[WIDTH-1:0] binin,
  output var logic[3:0] bcdout[DIGITS-1:0]
);
  var logic[DIGITS*4-1:0] bcdscratch;
  integer ii, jj;
  always @(binin) begin
    bcdscratch = '0;
	 for (ii = 0; ii < WIDTH; ii = ii + 1) begin
		for (jj = 0; jj < DIGITS; jj = jj + 1) begin
		  if (bcdscratch[(jj+1)*4-1 -: 4] >= 5) begin
		    bcdscratch[(jj+1)*4-1 -: 4] = bcdscratch[(jj+1)*4-1 -: 4] + 3;
		  end
		end
	   bcdscratch = {bcdscratch[DIGITS*4-2:0], binin[WIDTH-1-ii]};
    end
	 for (jj = 0; jj < DIGITS; jj = jj + 1) begin
		bcdout[jj] = bcdscratch[(jj+1)*4-1 -: 4];
	 end
  end
endmodule
### flow/constraint.sdc
current_design BinToBcd

set clk_period 13.6
set clk_io_pct 0.2

create_clock -name clk0 -period $clk_period

set non_clock_inputs [all_inputs -no_clocks]
set_input_delay [expr $clk_period * $clk_io_pct] -clock clk0 $non_clock_inputs
set_output_delay [expr $clk_period * $clk_io_pct] -clock clk0 [all_outputs]
### flow/run.sh
#!/bin/bash
# OpenROAD 26Q1-2900-gdf79404cd8, Yosys 0.63+post, stock flow scripts
make -C /OpenROAD-flow-scripts/flow DESIGN_CONFIG=/design/flow/config.mk WORK_HOME=/design/flow/orfs finish
==> impl_metrics.tcl <==
# collected from the flow reports
set metrics [dict create \
    antenna_found_initial 0 \
    warnings 37 \
    hold_path_class "input pin to output pin" \
    post_dp_cell_area_sq_mm 0.00513 \
    drc 0 \
    grt-ovfl-total 0 \
    path_class "input pin to output pin" \
    ys_area_sq_mm 0.00386 \
    fillers 1165 \
    outcome "complete, no violations" \
    worst_pin_slew_ns 0.700 \
    layout-drive-gt1-share_pct 33.3 \
    relSlewSlack_pct 53.0 \
    hold_slack_ns 5.44 \
    ant_nets 0 \
    port_buffers 28 \
    ys_cells 577 \
    fmax_mhz 75.7 \
    hold_viol 0 \
    synthToLayoutAreaGrowth_pct 42.8 \
    dr.pass1.iters 5 \
    flops 0 \
    setup-violations-final 0 \
    diodes 0 \
    die_h_microns 115 \
    ys_warn_count 0 \
    ys_seq_share_pct 0 \
    final_area_sq_mm 0.00551 \
    finalCritPeriodShare_pct 97.2 \
    core_area_sq_mm 0.0126 \
    grt_usage_pct 15.8 \
    chip_area_sq_mm 0.0133 \
    ctsHoldBuffers 0 \
    detailed_place_hpwl_microns 7980 \
    wl_met1_microns 5410 \
    gp_congestion 0.913 \
    wl_met2_microns 4780 \
    grt_pass1_vias 4108 \
    layout_top_cells "buf_4, nor2_1, nand2_1, a21oi_1, o21ai_0" \
    fp_util_pct 30.7 \
    drv_slew 0 \
    worstPathMaxFanout 5 \
    grt_max_degree 25 \
    netlist_instances 577 \
    drt_iter0_drc 261 \
    grt_first_pass_wirelength_microns 18200 \
    final_common_cell "buf_4" \
    syn_area_sq_mm 0.00386 \
    arrival_ns 10.50 \
    num_io_pins 30 \
    cp.required_ns 10.88 \
    crit_slowest_cell "clkdlybuf4s50_1" \
    wl_microns 10500 \
    syn_area_per_cell_sq_um 6.69 \
    post_drt_wl_per_cell_microns 11.9 \
    endpoint_kind "output pin" \
    core.rowCount 41 \
    worst_setup_path_start_kind "input pin" \
    seqCellArea_sq_um 0 \
    dr.max_layer_used "met4" \
    die_w_microns 115 \
    nClkBuffers 0 \
    wl_met3_microns 310 \
    period_minus_slack_ns 13.22 \
    yosysUniqueCellTypes 96 \
    cap_violations 0 \
    cpPeakStageDelay_ns 0.48 \
    viasPerCell 5.42 \
    vias 4787 \
]
## synthesized netlist by cell type, types with 6 or more instances
cell type / count / area [sq um]
a21oi_1: 43 / 215
buf_2: 6 / 30.0
o21a_1: 6 / 45.0
o2111a_1: 7 / 78.8
and2_1: 6 / 37.5
nor2_1: 54 / 203
nand4_1: 9 / 56.3
o21ai_1: 11 / 55.1
nand3_1: 23 / 115
ha_1: 20 / 250
or3_1: 9 / 56.3
clkbuf_1: 20 / 75.1
mux2i_1: 17 / 170
o21ai_0: 39 / 195
nor2b_1: 9 / 56.3
and3_1: 7 / 43.8
o22ai_1: 6 / 37.5
inv_1: 26 / 97.6
a211oi_1: 9 / 67.6
o211ai_1: 12 / 90.1
a21o_1: 6 / 45.0
nor3_1: 19 / 95.1
nor4_1: 6 / 37.5
nand2_1: 52 / 195
xnor2_1: 12 / 105
nand2b_1: 9 / 56.3
## cell type report
type	instances	area, sq um	share of cell area, %
timing repair buffer	165	1310	23.7
tap	172	215	3.91
multi-input combinational	515	3870	70.2
inverter	32	121	2.20
## repair_timing
action,4_1_cts,5_1_grt
endpoints found under the setup margin,11,11
gates resized,26,34
pin swaps,18,30
cloned,0,1
setup buffers,13,6
## layer usage
metal | global-route usage, % | vias to the layer above
li1 | - | 2493
met1 | 23.2 | 2189
met2 | 26.5 | 101
met3 | 0.858 | 4
met4 | 1.21 | 0
met5 | 0 | -
## kinds of logic (layout without fill, tap and decap cells)
family | after synthesis | in the layout | share of synthesized area [%]
AND/OR/NAND/NOR | 222 | 222 | 28.3
AND-OR/OR-AND | 227 | 227 | 45.7
XOR/XNOR | 19 | 19 | 5.38
adder cells (fa/ha/maj) | 21 | 21 | 6.75
buffers and inverters | 62 | 197 | 6.52
multiplexers | 26 | 26 | 7.43
## worst paths after layout
| path | end | slack (ns) | cells after the start | startpoint |
|---|---|---|---|---|
| worst max-delay path | bcdout[13] | 0.38 | 46 | binin[12] |
| worst min-delay path | bcdout[0] | 5.44 | 0 | binin[0] |
## metrics by stage
stage | std cells | setup slack, ns | setup TNS [ns] | util (%)
2_1_floorplan | 577 | 0.0474 | 0 | -
6_report | 884 | 0.382 | 0 | 43.8
3_5_place_dp | 864 | -0.485 | -3.56 | 40.9
3_3_place_gp | 864 | -0.258 | -1.09 | 40.9
5_1_grt | 884 | -0.0279 | -0.0279 | 43.8
4_1_cts | 877 | 0.0714 | 0 | 42.5
## critical path: cells and delay by family
kind                       cells  cell delay (ns)
AOI/OAI and AO/OA             15             2.51
and+or+nand+nor                8             1.63
adders and majority gates      7             1.36
buffers and inverters         10             1.23
xor gates and xnor gates       6             1.02
